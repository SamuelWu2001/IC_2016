File: /design/flow/config.mk
export PLATFORM = sky130hd
export DESIGN_NAME = LCD_CTRL
export DESIGN_NICKNAME = LCD_CTRL
export VERILOG_FILES = /design/flow/design.v
export SDC_FILE = /design/flow/constraint.sdc
export NUM_CORES = 4
export LEC_CHECK = 1
export CORE_UTILIZATION = 40
File: /design/flow/constraint.sdc
current_design LCD_CTRL

set clk_period 70.2
set clk_io_pct 0.2

create_clock -name clk0 -period $clk_period [get_ports {clk}]

set non_clock_inputs [all_inputs -no_clocks]
set_input_delay [expr $clk_period * $clk_io_pct] -clock clk0 $non_clock_inputs
set_output_delay [expr $clk_period * $clk_io_pct] -clock clk0 [all_outputs]
File: /design/flow/design.v
module LCD_CTRL(clk, reset, cmd, cmd_valid, IROM_Q, IROM_rd, IROM_A, IRAM_valid, IRAM_D, IRAM_A, busy, done);
input clk;
input reset;
input [3:0] cmd;
input cmd_valid;
input [7:0] IROM_Q;
output IROM_rd;
output [5:0] IROM_A;
output IRAM_valid;
output [7:0] IRAM_D;
output [5:0] IRAM_A;
output busy;
output done;
reg [3:0]current;
reg [2:0]count;
reg [7:0]map[63:0];
reg [7:0]rm[3:0];
reg [7:0]mma;
reg [5:0]temp;
reg [5:0]index;
reg bbb;
reg IROM_rd;
reg [5:0] IROM_A;
reg IRAM_valid;
reg [7:0] IRAM_D;
reg [5:0] IRAM_A;
reg busy;
reg done;
reg [1:0]r_count;
reg [7:0]NONE_IRAM_D;
reg [5:0]NONE_IRAM_A;
reg [5:0]NONE_IROM_A;
reg [5:0]temp_IROM_A;
integer i;
always @(negedge clk) begin
    if(reset)begin
        IROM_A = 6'd0;
        busy <= 1;
        current <= 4'hc;
        count <= 0;
        IROM_rd <= 1;
        done <= 0;
        IRAM_valid <=0;
        index <= 0;
        bbb <= 0;
    end
    else if(busy==1)begin
        if (current == 4'hc) begin
            map[index] = IROM_Q;
            IROM_A <= IROM_A + 1;
            if (index==0) begin
                if(bbb==1)begin
                    index = index + 1;
                    bbb <= 0;
                end
                else begin
                    bbb <= 1; 
                end
            end
            else begin
                index <= index + 1; 
            end
            if(index == 6'd63)begin
                IROM_A <= NONE_IROM_A;
                temp_IROM_A <= 6'd36;
                busy <= 0;
                index<=0;
            end
        end
        case(cmd)
            4'd0:begin  
                IRAM_valid <=1;
                IRAM_D <= map[index];
                IRAM_A <= index;
                index <= index + 1;
                if(IRAM_A==6'd63)begin
                    busy <= 0;
                    IRAM_valid <=0;
                    done <= 1;
                end
            end
            4'd1:begin  
                count <= count+1;
                case (count)
                    3'd0: begin
                        if(temp_IROM_A[5:3]==3'd1)begin
                           temp_IROM_A[5:3] <= 3'd1;
                        end 
                        else begin
                           temp_IROM_A[5:3] <=temp_IROM_A[5:3] - 3'd1;
                        end  
                    end
                    3'd1: begin IRAM_valid <= 1; IRAM_A <=temp_IROM_A - 9;IRAM_D <= map[temp_IROM_A-9]; end
                    3'd2: begin IRAM_A <=temp_IROM_A - 8;IRAM_D <= map[temp_IROM_A-8]; end
                    3'd3: begin IRAM_A <=temp_IROM_A - 1; IRAM_D <= map[temp_IROM_A-1]; end
                    3'd4: begin IRAM_A <=temp_IROM_A; IRAM_D <= map[temp_IROM_A];end
                    3'd5: begin
                        IRAM_A <= NONE_IRAM_A;
                        IRAM_D <= NONE_IRAM_D;
                        busy <= 0;
                        count <= 0;
                        IRAM_valid <= 0;
                    end
                endcase
            end
            4'd2:begin  
                count <= count+1;
                case (count)
                    3'd0: begin
                        if(temp_IROM_A[5:3]==3'd7)begin
                           temp_IROM_A[5:3] <= 3'd7;
                        end 
                        else begin
                           temp_IROM_A[5:3] <=temp_IROM_A[5:3] + 3'd1;
                        end
                    end
                    3'd1: begin IRAM_valid <= 1;  IRAM_A <=temp_IROM_A - 9;IRAM_D <= map[temp_IROM_A-9]; end
                    3'd2: begin IRAM_A <=temp_IROM_A - 8;IRAM_D <= map[temp_IROM_A-8]; end
                    3'd3: begin IRAM_A <=temp_IROM_A - 1; IRAM_D <= map[temp_IROM_A-1]; end
                    3'd4: begin IRAM_A <=temp_IROM_A; IRAM_D <= map[temp_IROM_A]; end
                    3'd5: begin
                        IRAM_A <= NONE_IRAM_A;
                        IRAM_D <= NONE_IRAM_D;
                        busy <= 0;
                        count <= 0;
                        IRAM_valid <= 0;
                    end
                endcase
            end
            4'd3:begin  
                count <= count+1;
                case (count)
                    3'd0: begin
                        if(temp_IROM_A[2:0]==3'd1)begin
                           temp_IROM_A[2:0] <= 3'd1;
                        end 
                        else begin
                           temp_IROM_A[2:0] <=temp_IROM_A[2:0]-3'd1;
                        end                    
                    end
                    3'd1: begin IRAM_valid <= 1; IRAM_A <=temp_IROM_A - 9;IRAM_D <= map[temp_IROM_A-9]; end
                    3'd2: begin IRAM_A <=temp_IROM_A - 8;IRAM_D <= map[temp_IROM_A-8]; end
                    3'd3: begin IRAM_A <=temp_IROM_A - 1; IRAM_D <= map[temp_IROM_A-1]; end
                    3'd4: begin IRAM_A <=temp_IROM_A; IRAM_D <= map[temp_IROM_A]; end
                    3'd5: begin
                        IRAM_A <= NONE_IRAM_A;
                        IRAM_D <= NONE_IRAM_D;
                        busy <= 0;
                        count <= 0;
                        IRAM_valid <= 0;
                    end
                endcase
            end
            4'd4:begin  
                count <= count+1;
                case (count)
                    3'd0: begin
                        if(temp_IROM_A[2:0]==3'd7)begin
                           temp_IROM_A[2:0] <= 3'd7;
                        end 
                        else begin
                           temp_IROM_A[2:0] <=temp_IROM_A[2:0]+3'd1;
                        end                    
                    end
                    3'd1: begin IRAM_valid <= 1; IRAM_A <=temp_IROM_A - 9;IRAM_D <= map[temp_IROM_A-9]; end
                    3'd2: begin IRAM_A <=temp_IROM_A - 8;IRAM_D <= map[temp_IROM_A-8]; end
                    3'd3: begin IRAM_A <=temp_IROM_A - 1; IRAM_D <= map[temp_IROM_A-1]; end
                    3'd4: begin IRAM_A <=temp_IROM_A; IRAM_D <= map[temp_IROM_A]; end
                    3'd5: begin
                        IRAM_A <= NONE_IRAM_A;
                        IRAM_D <= NONE_IRAM_D;
                        busy <= 0;
                        count <= 0;
                        IRAM_valid <= 0;
                    end
                endcase
            end
            4'd5:begin  
                count <= count+1;
                case (count)
                    3'd0: begin
                        for (i = 0;i < 4 ; i = i+1 ) begin
                            if(i == 0)begin
                                mma = map [temp_IROM_A - 9];
                            end
                            else if (i == 1)begin
                                if (mma < map[temp_IROM_A - 8])begin
                                    mma = map[temp_IROM_A - 8];
                                end
                            end
                            else if (i == 2)begin
                                if (mma < map[temp_IROM_A - 1])begin
                                    mma = map[temp_IROM_A - 1];
                                end
                            end
                            else begin 
                                if (mma < map[temp_IROM_A])begin
                                    mma = map[temp_IROM_A];
                                end
                            end
                        end
                    end
                    3'd1: begin IRAM_valid <= 1; IRAM_A <=temp_IROM_A - 9; map[temp_IROM_A-9] <= mma; IRAM_D <= mma; end
                    3'd2: begin IRAM_A <=temp_IROM_A - 8; map[temp_IROM_A-8] <= mma; IRAM_D <= mma; end
                    3'd3: begin IRAM_A <=temp_IROM_A - 1; map[temp_IROM_A-1] <= mma; IRAM_D <= mma; end
                    3'd4: begin IRAM_A <=temp_IROM_A; IRAM_D <= mma; map[temp_IROM_A] <= mma;end
                    3'd5: begin
                        IRAM_A <= NONE_IRAM_A;
                        IRAM_D <= NONE_IRAM_D;
                        busy <= 0;
                        count <= 0;
                        IRAM_valid <= 0;
                    end
                endcase
            end
            4'd6:begin  
                count <= count+1;
                case (count)
                    3'd0: begin
                        for (i = 0;i < 4 ; i = i + 1) begin
                            if(i == 0)begin
                                mma = map [temp_IROM_A - 9];
                            end
                            else if (i == 1)begin
                                if (mma > map[temp_IROM_A - 8])begin
                                    mma = map[temp_IROM_A - 8];
                                end
                            end
                            else if (i == 2)begin
                                if (mma > map[temp_IROM_A - 1])begin
                                    mma = map[temp_IROM_A - 1];
                                end
                            end
                            else begin 
                                if (mma > map[temp_IROM_A])begin
                                    mma = map[temp_IROM_A];
                                end
                            end
                        end
                    end
                    3'd1: begin IRAM_valid <= 1; IRAM_A <=temp_IROM_A - 9; map[temp_IROM_A-9] <= mma; IRAM_D <= mma; end
                    3'd2: begin IRAM_A <=temp_IROM_A - 8; map[temp_IROM_A-8] <= mma; IRAM_D <= mma; end
                    3'd3: begin IRAM_A <=temp_IROM_A - 1; map[temp_IROM_A-1] <= mma; IRAM_D <= mma; end
                    3'd4: begin IRAM_A <=temp_IROM_A; IRAM_D <= mma; map[temp_IROM_A] <= mma;end
                    3'd5: begin
                        IRAM_A <= NONE_IRAM_A;
                        IRAM_D <= NONE_IRAM_D;
                        busy <= 0;
                        count <= 0;
                        IRAM_valid <= 0;
                    end
                endcase
            end
            4'd7:begin  
                count <= count + 1;
                case (count)
                    3'd0: begin
                        mma <= ({2'b0,map[temp_IROM_A - 9]}+{2'b0,map[temp_IROM_A -8]}+{2'b0,map[temp_IROM_A -1]}+{2'b0,map[temp_IROM_A]})>>2;
                    end
                    3'd1: begin IRAM_valid <= 1; IRAM_A <=temp_IROM_A - 9; map[temp_IROM_A-9] <= mma; IRAM_D <= mma; end
                    3'd2: begin IRAM_A <=temp_IROM_A - 8; map[temp_IROM_A-8] <= mma; IRAM_D <= mma; end
                    3'd3: begin IRAM_A <=temp_IROM_A - 1; map[temp_IROM_A-1] <= mma; IRAM_D <= mma; end
                    3'd4: begin IRAM_A <=temp_IROM_A; IRAM_D <= mma; map[temp_IROM_A] <= mma;end
                    3'd5: begin
                        IRAM_A <= NONE_IRAM_A;
                        IRAM_D <= NONE_IRAM_D;
                        busy <= 0;
                        count <= 0;
                        IRAM_valid <= 0;
                    end
                    endcase
            end
            4'd8:begin  
                count <= count + 1;
                case (count)
                    3'd0: begin
                        rm[0] <= map[temp_IROM_A-8];
                        rm[1] <= map[temp_IROM_A];
                        rm[2] <= map[temp_IROM_A-9];
                        rm[3] <= map[temp_IROM_A-1];
                        end
                    3'd1: begin IRAM_valid <= 1;IRAM_A <=temp_IROM_A - 9; map[temp_IROM_A-9] <= rm[0]; IRAM_D <= rm[0]; end
                    3'd2: begin IRAM_A <=temp_IROM_A - 8; map[temp_IROM_A-8] <= rm[1]; IRAM_D <= rm[1]; end
                    3'd3: begin IRAM_A <=temp_IROM_A - 1; map[temp_IROM_A-1] <= rm[2]; IRAM_D <= rm[2]; end
                    3'd4: begin IRAM_A <=temp_IROM_A; map[temp_IROM_A] <= rm[3]; IRAM_D <= rm[3];end
                    3'd5: begin
                        IRAM_A <= NONE_IRAM_A;
                        IRAM_D <= NONE_IRAM_D;
                        busy <= 0;
                        count <= 0;
                        IRAM_valid <= 0;
                    end
                endcase
            end
            4'd9:begin  
                count <= count + 1;
                case (count)
                    3'd0: begin
                        rm[0] <= map[temp_IROM_A-1];
                        rm[1] <= map[temp_IROM_A-9];
                        rm[2] <= map[temp_IROM_A];
                        rm[3] <= map[temp_IROM_A-8];
                    end
                    3'd1: begin IRAM_valid <= 1; IRAM_A <=temp_IROM_A - 9; map[temp_IROM_A-9] <= rm[0]; IRAM_D <= rm[0]; end
                    3'd2: begin IRAM_A <=temp_IROM_A - 8; map[temp_IROM_A-8] <= rm[1]; IRAM_D <= rm[1]; end
                    3'd3: begin IRAM_A <=temp_IROM_A - 1; map[temp_IROM_A-1] <= rm[2]; IRAM_D <= rm[2]; end
                    3'd4: begin IRAM_A <=temp_IROM_A; map[temp_IROM_A] <= rm[3]; IRAM_D <= rm[3];end
                    3'd5: begin
                        IRAM_A <= NONE_IRAM_A;
                        IRAM_D <= NONE_IRAM_D;
                        busy <= 0;
                        count <= 0;
                        IRAM_valid <= 0;
                    end
                endcase
            end
            4'ha:begin  
                count <= count + 1;
                case (count)
                    3'd0: begin
                        rm[0] <= map[temp_IROM_A-1];
                        rm[1] <= map[temp_IROM_A];
                        rm[2] <= map[temp_IROM_A-9];
                        rm[3] <= map[temp_IROM_A-8];
                    end
                    3'd1: begin IRAM_valid <= 1; IRAM_A <=temp_IROM_A - 9; map[temp_IROM_A-9] <= rm[0]; IRAM_D <= rm[0]; end
                    3'd2: begin IRAM_A <=temp_IROM_A - 8; map[temp_IROM_A-8] <= rm[1]; IRAM_D <= rm[1]; end
                    3'd3: begin IRAM_A <=temp_IROM_A - 1; map[temp_IROM_A-1] <= rm[2]; IRAM_D <= rm[2]; end
                    3'd4: begin IRAM_A <=temp_IROM_A; map[temp_IROM_A] <= rm[3]; IRAM_D <= rm[3];end
                    3'd5: begin
                        IRAM_A <= NONE_IRAM_A;
                        IRAM_D <= NONE_IRAM_D;
                        busy <= 0;
                        count <= 0;
                        IRAM_valid <= 0;
                    end
                endcase
            end
            4'hb:begin  
                count <= count + 1;
                case (count)
                    3'd0: begin
                        rm[0] <= map[temp_IROM_A-8];
                        rm[1] <= map[temp_IROM_A-9];
                        rm[2] <= map[temp_IROM_A];
                        rm[3] <= map[temp_IROM_A-1];
                    end
                    3'd1: begin IRAM_valid <= 1; IRAM_A <=temp_IROM_A - 9; map[temp_IROM_A-9] <= rm[0]; IRAM_D <= rm[0]; end
                    3'd2: begin IRAM_A <=temp_IROM_A - 8; map[temp_IROM_A-8] <= rm[1]; IRAM_D <= rm[1]; end
                    3'd3: begin IRAM_A <=temp_IROM_A - 1; map[temp_IROM_A-1] <= rm[2]; IRAM_D <= rm[2]; end
                    3'd4: begin IRAM_A <=temp_IROM_A; map[temp_IROM_A] <= rm[3]; IRAM_D <= rm[3];end
                    3'd5: begin
                        IRAM_A <= NONE_IRAM_A;
                        IRAM_D <= NONE_IRAM_D;
                        busy <= 0;
                        count <= 0;
                        IRAM_valid <= 0;
                    end
                endcase
            end
        endcase
    end
    else begin
        if(busy == 0)begin
            IROM_rd <= 0;
            current <= cmd;
            busy <= 1;
            done <= 0;
        end
    end
end
endmodule
File: /design/flow/run.sh
#!/bin/bash
# OpenROAD 26Q1-2900-gdf79404cd8, Yosys 0.63+post, stock flow scripts
make -C /OpenROAD-flow-scripts/flow DESIGN_CONFIG=/design/flow/config.mk WORK_HOME=/design/flow/orfs finish
==> impl_metrics.toml <==
# implementation run metrics
[clock_network]
ctsLongestPathBuffers = 3
htreeDepth = 3
cts_resized = 0
cts_inserted_buffers = 91
cts_sinks = 596
clock-root-buffer = "clkbuf_16"
ctsHoldBuffers = 0
postCtsSetupRepairBufs = 0

[synthesis]
ys_async_sr_fraction_pct = 0
ys_seq_share_pct = 17.16
ys_ff = 596
edf_count = 572
yosys-stat-area_um2 = 102900
ys_top_cells_by_count = "clkbuf_1 (2054), nand2_1 (1996), o211ai_1 (1953)"
synth_stat.cells = 15650
syn_avg_cell_area_um2 = 6.576
topCellsByArea = "edfxtp_1 (17%), o211ai_1 (14%), o22ai_1 (8.5%)"
synthFlopType = "edfxtp_1"
syn-instance-count = 15650
yosys.area.top_type = "edfxtp_1"
ys_warn_count = 23
top_cell = "clkbuf_1"
yosysUniqueCellTypes = 107
syn_area_um2 = 102900
top_area_share_pct = 16.69

[outcome]
lastStage = "global routing (5_1_grt)"
stop_error = "[ERROR GRT-0116] Global routing finished with congestion. Check the congestion regions in the DRC Viewer."
status = "did not finish"

[global_routing]
grt-ovfl-total = 2914
grt_pass1_vias = 167600
grt_pass1_wl_mm = 1605
track_usage_pct = 90.99
grt_max_degree = 108

[floorplan]
row_count = 185
die_y_um = 509.2
ioPinCount = 39
initCoreUtil_pct = 40.37
die_w_um = 509.2

[placed_design]
io_buffers = 37
dp_hpwl_mm = 787.1
gp_congestion = 1.409
cells by family after synthesis:
logic type / after synthesis / synth area share [%]
compound gates: 7479 / 46.62
xor+xnor: 29 / 0.2469
fa+ha+maj: 85 / 1.150
buf+inv: 2385 / 8.790
flops: 596 / 17.16
mux: 546 / 5.433
simple gates: 4527 / 20.60
per-stage QoR:
stage               setup WS (ns)  hold slack (ns)  total power [mW]  cells  instance area (um^2)
floorplan                   5.289           0.4078             3.310  15650                102900
global placement            10.68           0.4349             5.978  18470                112100
detailed placement          10.69           0.4489             6.010  18470                112100
CTS                         11.46           0.4570             6.641  19220                117400
per-layer routing:
metal / GRT overflow / GRT usage [%]
met1: 200 / 92.68
met2: 1465 / 97.47
met3: 291 / 86.09
met4: 924 / 85.01
met5: 34 / 71.42
No activity file was given, so power comes from the tool's default toggle rates.
